<file path="design.v">
`timescale 1ns / 1ps
module Regs(input clk, rst, L_S,
				input[4:0] R_addr_A, R_addr_B, Wt_addr,
				input[31:0] Wt_data,
				output[31:0] rdata_A, rdata_B
    );
	reg[31:0] register[1:31];
	integer i;
	assign rdata_A = (R_addr_A == 0)? 0:register[R_addr_A];
	assign rdata_B = (R_addr_B == 0)? 0:register[R_addr_B];
	always @(posedge clk or posedge rst)
		begin
			if (rst == 1)
				for (i=1; i<32; i=i+1) register[i] <= 0;
			else if ((Wt_addr != 0) && (L_S == 1))
				register[Wt_addr] <= Wt_data;
		end
endmodule
</file>
<file path="run.sh">
#!/bin/bash
# OpenROAD 26Q1-2900-gdf79404cd8, Yosys 0.63+post, stock flow scripts
make -C /OpenROAD-flow-scripts/flow DESIGN_CONFIG=/design/flow/config.mk WORK_HOME=/design/flow/orfs finish
</file>
<file path="config.mk">
export PLATFORM = sky130hd
export DESIGN_NAME = Regs
export DESIGN_NICKNAME = Regs
export VERILOG_FILES = /design/flow/design.v
export SDC_FILE = /design/flow/constraint.sdc
export NUM_CORES = 4
export LEC_CHECK = 1
export CORE_UTILIZATION = 50
</file>
<file path="constraint.sdc">
current_design Regs

set clk_period 6.5
set clk_io_pct 0.2

create_clock -name clk0 -period $clk_period [get_ports {clk}]

set non_clock_inputs [all_inputs -no_clocks]
set_input_delay [expr $clk_period * $clk_io_pct] -clock clk0 $non_clock_inputs
set_output_delay [expr $clk_period * $clk_io_pct] -clock clk0 [all_outputs]
</file>
==> reports/qor.yml <==
status: "complete, but fails checks"
violations: "setup timing"
core_um2: 98300
r2r-start: "register[24][21]$_DFFE_PP0P_"
ys_cells: 4196
tns_ns: -0.0628
cp-end-kind: "primary output"
crit_slowest_cell: "nor3_4"
crit_fanout: 18
via_count: 43100
criticalPathCategory: "input port to primary output"
ys_warn_count: 2
synth_cell_types: 63
synth_cells: 4196
wl_um: 247000
synthArstFlopShare_pct: 100
maxCapViolCount: 0
grt_max_degree: 112
grt.overflow.total: 0
cts_tree: "done"
clockBufferDepth: 3
vdd_drop_max_v: 0.000261
die_area_um2: 100000
ant_nets: 0
fin_ws_ns: -0.0420
drcViolationCount: 0
ios: 114
clkLatencyLatePin_ns: 0.71
whs_ns: 0.527
cts_made_buffers: 108
dpl.hpwl_um: 154000
fmax_ghz: 0.153
drive_above_1_share_pct: 36.0
die_width_um: 317
routedWlPerCell_um: 43.4
critPathRequiredTime_ns: 5.20
drt_pass1_iterations: 13
rows: 115
io_buffers: 113
htree_levels: 3
start_kind: "input port"
hp-class: "flop to flop"
relSlewSlack_pct: 27.8
largest_reg_flops: 992
areaGrowthSynthToFinish_pct: 16.1
vias_per_cell: 7.57
cellLeakagePower_nw: 25.0
antenna_found_initial: 14
reg2reg_to: "register[24][21]$_DFFE_PP0P_"
critPathBufInv: 4
cpLargestDelayFamily: "buffers and inverters"
synth_flop_count: 992
syn_area_per_cell_um2: 11.8
drv_slew: 0
p_per_area_nw_per_um2: 303
hold_viol: 0
cts_root_buffer: "clkbuf_16"
ys_seq_share_pct: 50.2
globalplace.congestion: 1.08
arrival_ns: 5.24
regMostFlops: "register"
rsz0062_at_grt: "no"
die_y_um: 317
grt_pass1_vias: 42100
yosys_area_um2: 49500
skew_ns: 0
reg2reg_slack_ns: 5.54
reg2reg_depth: 1
min_period_ns: 6.54
whs_path_depth: 1
flop_cell: "dfrtp_1"
track_usage_pct: 52.0
clock-sinks: 992
first_iter_violations: 5558
clkTransAtPathRegs_ns: 0.06
grt_pass1_wl_um: 339000
setup_violations: 2
min-delay-start: "register[18][31]$_DFFE_PP0P_"
warnings: 35
syn_area_um2: 49500
post-route-period-util_pct: 101
reg.largest.list: "register (992)"
crit_chain: "clkdlybuf4s50_1 -> buf_4 -> or2_1 -> nor3_4 -> buf_4 -> a22oi_1 -> nand4_1 -> nor3_1 -> a31oi_1 -> clkdlybuf4s50_1"
edf_count: 0
max_stage_delay_ns: 0.84
tightest_slew_ns: 1.08
initCoreUtil_pct: 50.3
hold_end: "register[18][31]$_DFFE_PP0P_"
## repair_timing
action	4_1_cts	5_1_grt
hold buffers	0	0
gates resized	1	1
setup endpoints to repair	1	1
pin swaps	1	1
setup buffers	0	1
## cell usage in the layout, fill, tap and decap left out, types with 67 or more instances in the layout
cell type,instances
clkbuf_16,113
nor2_4,67
a21oi_1,165
nand4_1,100
dfrtp_1,992
mux2_2,988
buf_4,274
nor3_1,68
nand2_1,187
a22oi_1,788
clkdlybuf4s50_1,110
## final cells by class
type / count / area (µm²)
Clock inverter: 33 / 395
Fill cell: 7980 / 40800
Timing Repair Buffer: 433 / 4120
Tap cell: 1287 / 1610
Antenna cell: 6 / 15.0
Multi-Input combinational cell: 2774 / 23200
Sequential cell: 992 / 24800
Clock buffer: 158 / 3260
Inverter: 7 / 30.0
## cell usage after synthesis (all sizes together) (4+ instances only)
cell type  number  area, µm²
inv             6       22.5
a2111oi         4       35.0
clkbuf        175        657
or3b            6       57.6
a31oi          23        144
a221oi         20        175
or3             6       37.5
and3           11       68.8
nor2          133        559
o21ai          19       95.1
a222oi         45        450
mux2          997      11200
nor2b           9       56.3
nor4           20        144
nand2b         11       68.8
nand2         197        742
nand3b          7       52.6
nor3b           5       47.5
dfrtp         992      24800
nand4         100        626
a32oi           7       61.3
buf           248       1300
nor3           72        399
a22oi         788       5920
mux2i           8       80.1
o211ai          7       52.6
a22o           17        149
and2            4       25.0
nand3          63        315
a21oi         165        826
## report_power, final
part           leakage, nW  internal, mW  switching, mW
sequential            12.7          7.37           1.22
combinational         10.5          1.31           1.11
clock                 1.82          3.79           2.61
## worst max path at each step
stage	start	end	slack, ns	cells past startpoint
5_1_grt	R_addr_A[3]	rdata_A[11]	0.06	10
4_1_cts	R_addr_A[2]	rdata_A[27]	0.02	10
6_report	R_addr_A[3]	rdata_A[11]	-0.04	10
## routing by layer
metal | up-vias | track usage [%] | routed length [µm]
li1 | 16400 | - | -
met1 | 21500 | 67.3 | 85800
met2 | 3832 | 67.2 | 97000
met3 | 1311 | 31.8 | 42200
met4 | 16 | 31.0 | 21500
met5 | - | 1.18 | 168
## per-stage QoR
stage	total power, mW	instances	area, µm²	utilization (%)	setup WS (ns)
2_1_floorplan	9.76	4196	49500	-	-8.47
3_3_place_gp	10.9	5492	53800	54.7	-0.173
3_5_place_dp	11.0	5492	53800	54.7	-0.159
4_1_cts	17.3	5683	57400	58.4	0.0164
5_1_grt	17.9	5684	57400	58.4	0.0593
6_report	17.4	5690	57500	58.5	-0.0420
## kinds of logic after synthesis
| logic type | count (synthesis) | share of synthesized area (%) |
|---|---|---|
| compound gates | 1111 | 16.2 |
| mux | 1005 | 22.9 |
| flops | 992 | 50.2 |
| simple gates | 658 | 6.71 |
| buf+inv | 430 | 4.01 |
Power is estimated from default activity; no workload was simulated.
